`run.sh`:
```
#!/bin/bash
# OpenROAD 26Q1-2900-gdf79404cd8, Yosys 0.63+post, stock flow scripts
make -C /OpenROAD-flow-scripts/flow DESIGN_CONFIG=/design/flow/config.mk WORK_HOME=/design/flow/orfs finish
```
`config.mk`:
```
export PLATFORM = sky130hd
export DESIGN_NAME = fsm1011
export DESIGN_NICKNAME = fsm1011
export VERILOG_FILES = /design/flow/design.v
export SDC_FILE = /design/flow/constraint.sdc
export NUM_CORES = 4
export LEC_CHECK = 1
export CORE_AREA = 10 10 70 70
export DIE_AREA = 0 0 80 80
```
`constraint.sdc`:
```
current_design fsm1011

set clk_period 1.1
set clk_io_pct 0.2

create_clock -name clk0 -period $clk_period [get_ports {ck}]

set non_clock_inputs [all_inputs -no_clocks]
set_input_delay [expr $clk_period * $clk_io_pct] -clock clk0 $non_clock_inputs
set_output_delay [expr $clk_period * $clk_io_pct] -clock clk0 [all_outputs]
```
`design.v`:
```
module fsm1011(ck,rs,x,y);
parameter start = 3'b000;
parameter s1 = 3'b001;
parameter s10 = 3'b010;
parameter s101 = 3'b011;
parameter s1011 = 3'b100;
input ck,rs,x;
output y;
reg y;
reg [2:0]current_state,next_state;
always @ (*)
begin
case(current_state)
start : if(x) next_state = s1;
        else  next_state = current_state;
s1 : if(!x) next_state = s10;
     else  next_state = current_state;
s10 : if(x) next_state = s101;
      else  next_state = start;
s101 : if(x) next_state = s1011;
       else  next_state = s10;
s1011 : if(x) next_state = s1;
        else  next_state = s10;
default next_state = start;
endcase
end
always @ (posedge ck)
begin
if(rs == 1) current_state <= start;
else current_state <= next_state;
end
always @ (*)
begin
if(current_state == s1011) y = 1'b1;
else y = 1'b0;
end
endmodule
```
==> run notes <==
Results of the flow run.

The run finished with clean final reports. Summing the sequential cell areas from Yosys gives 62.0% of the chip area. Dividing the final minimum period by the clock period gives 91.9%. The max-slew violation total from the final report stands at 0. Counting flops per register, the top entry is current_state. The x dimension of the die stands at 80 um. The number of distinct library cell variants in the gate-level netlist after synthesis stands at 7. The setup-violating endpoint count in the final report stands at 0. For the worst setup path, the data arrival time is 790 ps. The yosys synthesis warning count stands at 1. Per STA, the highest per-stage delay on the worst path measures 300 ps. The arithmetic-cell share of the synthesized area counting full adders, half adders and majority gates stands at 0%.

The routed design could run at a clock period as short as 1010 ps. The leakage power in the latest report is 0.108 nW. The post-synthesis area per instance stands at 12.4 um^2. The number of max-capacitance violations reported stands at 0. The global placement routability congestion stands at 0.682. The worst endpoint required time stands at 880 ps.

TritonCTS created 3 clock buffers. In the CTS report, the clock slew at the register clock pins of the worst setup and hold paths is listed as 50 ps. The initial antenna violation count was 0. STA classifies the critical path startpoint as a flip-flop.

Listed in order, past its start point the critical path passes dlygate4sd2_1. The final core utilization stands at 8.24%. Setup repair after global routing left no endpoint under its margin. The number of I/O pins stands at 4. TritonCTS built the clock tree. The number of endpoints with negative hold slack in the final report stands at 0.

The die is 80 um tall. For this design, the sink count on the clock tree is 5. Broken down by cell family, the worst path's largest delay share belongs to flip-flops. The ratio of total power to cell area stands at 1550 nW/um^2.

The fraction of synthesized cell area in xor and xnor cells stands at 0%. The slew at the pin closest to its max-slew limit stands at 172 ps. The global routing report lists combined usage of all routing layers as 1.41%. The number of antenna diodes in the final layout is 0.

The pin count of the biggest net entering global routing stands at 6. In this run the clock root is driven by a clkbuf_4. The largest registers in the layout are current_state: 5 flops. Nets still carrying antenna violations after routing amount to 0. The synthesized netlist has a Yosys-reported chip area of 161 um^2. The detail-routed via count per cell stands at 1.82. In this run, the synthesized area fraction spent on and/or/nand/nor cells is recorded as 33.3%. The worst slew margin relative to its limit stands at 88.5%.

The area growth from synthesis to final layout stands at 74.4%. The final layout contains routed wiring with a total length of 384 um. After routing, the total negative slack on setup checks comes to 0 ps. The worst setup path is captured at a primary output. In the synthesized netlist, the dominant kind of combinational cell is simple AND/OR/NAND/NOR gates. For this configuration, the core starts out at a cell density of 4.73%. The report lists the number of standard-cell rows as 21. The flop-to-flop setup slack stands at 320 ps. The most critical min-delay path falls under flip-flop to flip-flop. The top cell type in the final layout, fill and taps aside, is dfxtp_1.

Per the cell usage report, the commonest logic cells after layout are dfxtp_1, clkbuf_4, nor3_1, and3b_1, clkdlybuf4s50_1. In the final layout, the share of cells above drive strength 1 is 28.6%. The critical path is of the flip-flop to primary output type.

The total number of warnings across the stage logs stands at 25. The mapped netlist covers 161 um^2. The wire length of the first global-routing pass stands at 655 um. The gate count after technology mapping stands at 13. Per the post-run analysis, buffers plus inverters along the critical path come to 1. The average wire length per cell after detail routing stands at 5.73 um. The flop and latch count out of synthesis stands at 5. The pre-CTS setup slack stands at 24.5 ps. The area of the die stands at 6400 um^2.

The overall power stands at 0.000436 W. The highest supply drop recorded on VDD is 413 uV. For the worst-skew pair, the clock arrives at the later sink with an insertion delay of 250 ps. The maximum clock frequency stands at 0.990 GHz. The final route contains 122 vias.

The worst clock skew stands at 5.34 ps. The clock passes through at most 2 buffers. The synth_stat.txt file lists the number of cells as 13. The maximum fanout along the worst path stands at 2. The number of DRC violations after detailed routing stands at 0. The largest individual stage delay along the critical path comes from the cell dfxtp_1. The total congestion overflow after global routing stands at 0. The core outline area stands at 3420 um^2.

The number of buffer cells added on primary ports stands at 3. In this run the number of H-tree levels came out at 1. The total iterations of the first detailed-routing run stands at 2. The via count of the first global-routing pass was 138.

The multiplexer share of the synthesized area stands at 0%. The register with the most flip-flops in the layout has 5 of them. Detailed-route iteration 0 reported a violation count of 2. The smallest setup slack after layout stands at 89.6 ps.

The number of setup buffers added after CTS is 0. Of the total synthesized cell area, the portion taken by AND-OR and OR-AND cells is 4.65%.
==> final cells by class <==
type | instances | area, um^2
Fill cell | 408 | 3130
Sequential cell | 5 | 100
Multi-Input combinational cell | 8 | 61.3
Tap cell | 46 | 57.6
Timing Repair Buffer | 4 | 36.3
Clock buffer | 4 | 26.3
==> worst paths after layout <==
path,start,to,cells past startpoint
hold reg to reg,current_state[4]$_DFF_P_,current_state[1]$_DFF_P_,1
hold / removal,current_state[4]$_DFF_P_,current_state[1]$_DFF_P_,1
setup reg to reg,current_state[1]$_DFF_P_,current_state[3]$_DFF_P_,3
setup / recovery,current_state[1]$_DFF_P_,y,1
==> what timing repair did <==
item,in CTS,in global routing
setup endpoints to repair,1,0
hold buffers,0,0
gates resized,1,0
==> through the flow <==
| step | instance area [um^2] | hold WS, ps | instances |
|---|---|---|---|
| 6_report | 282 | 480 | 67 |
| 5_1_grt | 282 | 525 | 67 |
| 4_1_cts | 282 | 489 | 67 |
| 3_3_place_gp | 256 | 465 | 63 |
| 2_1_floorplan | 161 | 290 | 13 |
| 3_5_place_dp | 256 | 478 | 63 |
==> power breakdown <==
group / switching, W / total, W / internal [W]
Sequential: 0.00000433 / 0.000192 / 0.000188
Combinational: 0.00000896 / 0.0000229 / 0.0000139
Clock: 0.0000834 / 0.000221 / 0.000138
Total: 0.0000966 / 0.000436 / 0.000340
==> synth_stat cells <==
master	number	share of area, %
and3b_1	2	11
dfxtp_1	5	62
nor2_1	1	2.3
nor3_1	2	6.2
nor3_2	1	6.2
nor3b_2	1	7.8
o21bai_1	1	4.7
==> kinds of logic after synthesis <==
logic type | Yosys count
DFF | 5
AOI/OAI and AO/OA | 1
and+or+nand+nor | 7
==> worst register-to-register path: stages (launching register included) <==
cell and delay (ps):
dfxtp_1 300, buf_4 130, nor3_2 170, nor3b_2 60
==> metal layers <==
metal,track usage (%),vias up,part of all wire [%]
met4,0.352,0,0
met1,1.80,52,52
li1,-,62,-
met2,1.20,8,27
met5,0,-,0
met3,1.93,0,20
Power figures rest on the tool's default switching activity, not on a simulated workload.
