### design/flow/run.sh
#!/bin/bash
# OpenROAD 26Q1-2900-gdf79404cd8, Yosys 0.63+post, stock flow scripts
make -C /OpenROAD-flow-scripts/flow DESIGN_CONFIG=/design/flow/config.mk WORK_HOME=/design/flow/orfs finish
### design/flow/config.mk
export PLATFORM = sky130hd
export DESIGN_NAME = ss4bit
export DESIGN_NICKNAME = ss4bit
export VERILOG_FILES = /design/flow/design.v
export SDC_FILE = /design/flow/constraint.sdc
export NUM_CORES = 4
export LEC_CHECK = 1
export CORE_AREA = 10 10 70 70
export DIE_AREA = 0 0 80 80
### design/flow/constraint.sdc
current_design ss4bit

set clk_period 1.6
set clk_io_pct 0.2

create_clock -name clk0 -period $clk_period

set non_clock_inputs [all_inputs -no_clocks]
set_input_delay [expr $clk_period * $clk_io_pct] -clock clk0 $non_clock_inputs
set_output_delay [expr $clk_period * $clk_io_pct] -clock clk0 [all_outputs]
### design/flow/design.v
module ss4bit(A,B,bang,lon,be);
input [3:0]A,B;
output bang,lon,be;
reg bang,lon,be;
always @ (*)
begin
if(A == B)
begin
bang = 1'b1;
lon = 1'b0;
be = 1'b0;
end
if(A > B)
begin
bang = 1'b0;
lon = 1'b1;
be = 1'b0;
end
if(A < B)
begin
bang = 1'b0;
lon = 1'b0;
be = 1'b1;
end
end
endmodule
==> reports/metrics.csv <==
metric,value,unit
result of the run,finished with violations,
failing checks,setup timing,
via density per instance,2.111,
number of warning messages in the logs,34,
total of max-cap violations,0,
dominant combinational cell family by area after synthesis,adder cells,
drt wl/cell,6.111,um
n_diodes,0,
number of warnings issued by yosys,1,
pin count of the biggest net entering global routing,4,
buffering stage count on the worst path with inverters included,3,
number of hold-slack violations in the final timing report,0,
number of antenna violations at the first check in global routing,0,
ANT nets after route,0,
critical path endpoint category,output port,
"flops & latches, synth",3,
cell count after placement,81,
combinational gate area,186.4,um^2
Core Util at FP,4.908,%
Peak supply drop,0.04085,mV
Critical Path End,lon,
global router's overall resource usage,1.572,%
register pins left without a clock,3,
detailed-route wire length,495,um
endpoints left unconstrained,3,
"Adder Share, Synth",29.85,%
final critical path time including I/O delays and setup,1.746,ns
DR iter-0 viols,2,
multiplexer share of the synthesized area,0,%
first-pass iteration count of the detailed router,4,
final clock period utilization by the worst path,109.1,%
"logic depth of the worst path, buffers included",8,
Leak,0.0001699,uW
Filler Cell Count,398,
WP data required,1.28,ns
final setup violation count,3,
worst-path fanout max,3,
pins over their slew limit,0,
crit-path max cell delay,0.33,ns
Netlist cell types,11,
summed instance area of the synthesized netlist,167.7,um^2
worst path setup slack after routing,-0.1460,ns
# port buffers,11,
I/O pin count,11,
Die H,80,um
layout-stage area growth over the synthesis result,140.3,%
cell total in the yosys stat output,22,
CP max stage cell,dlxtn_1,
post-synthesis share of cell area spent on and-or and or-and gates,15.67,%
total cell area reported by yosys after synthesis,167.7,um^2
overall chip area,6400,um^2
vias,171,
Reg area,45.04,um^2
Placement Rows,21,
path type of the worst setup path,primary input to output port,
kind of start point of the critical path,primary input,
non-filler cells in the finished layout,81,
post-synthesis instance total,22,
final estimated routing congestion in global placement,0.6439,
global-route wire length before repair,828,um
share of post-route cells with drive strength above 1,68.57,%
highest clock frequency the design can meet,0.5728,GHz
PD cells,230.0,nW/um^2
"Critical Path, Cell by Cell","buf_6, inv_4, ha_4, nand2_4, a21o_1, a21oi_2, dlxtn_1, buf_2",
Die W,80,um
simple-gate share of the synthesized area,14.18,%
RSZ-0062 raised after global routing,yes,
floorplan core area,3416,um^2
arrival time of data at the critical path endpoint,1.43,ns
DRC violations left,0,
via count of the first global-routing pass,177,
CP top delay family,latches,
total grt overflow,0,
start point of the critical path,B[3],
average instance area after synthesis,7.621,um^2
xor and xnor fraction of the mapped netlist area,0,%
## Yosys cell counts
cell	number	area share, %
nor2_1	1	2.2
nand2b_1	1	3.7
conb_1	1	2.2
a311oi_1	1	5.2
and2_1	1	3.7
dlxtn_1	3	27
a21o_1	1	4.5
nand2_1	2	4.5
ha_1	4	30
a21oi_1	2	6.0
inv_1	5	11
## final cells by class
| type | count | share of cell area [%] |
|---|---|---|
| Multi-Input combinational cell | 16 | 46.27 |
| Timing Repair Buffer | 11 | 22.98 |
| Tap cell | 46 | 14.29 |
| Sequential cell | 3 | 11.18 |
| Inverter | 5 | 5.280 |
## timing repair
item | CTS | global route
pin swaps | 9 | 0
buffers inserted | 0 | 0
gates cloned | 0 | 0
hold buffers | 0 | 0
setup endpoints to repair | 3 | 3
gates resized | 62 | 0
## per-stage QoR
step | total power, uW | utilization [%] | area (um^2) | setup TNS (ns) | setup WS, ns
2_1_floorplan | 32.97 | - | 175.2 | 0 | 0.009075
3_3_place_gp | 64.56 | 10.04 | 342.8 | -2.989 | -1.015
3_5_place_dp | 65.75 | 10.04 | 342.8 | -3.039 | -1.031
4_1_cts | 94.09 | 11.79 | 402.9 | -0.4337 | -0.1576
5_1_grt | 103.2 | 11.79 | 402.9 | -0.6683 | -0.2313
6_report | 92.65 | 11.79 | 402.9 | -0.3922 | -0.1460
## flip-flops by register name (all words and copies together) (netlist names)
register	count
lon	1
bang	1
be	1
## metal layers
metal,up-vias,global-route usage [%],share of wire [%]
met5,-,0,0
met4,0,0,0
met3,0,1.250,23
met2,7,2.488,40
met1,70,1.720,38
li1,94,-,-
## power by group
part	internal (uW)	total, uW	switching, uW	leakage, uW
clock network	0	0	0	0
registers	8.35	9.09	0.742	0.0000239
logic	50.3	83.6	33.3	0.000146
## cell usage in the layout, fill, tap and decap left out, drive strengths merged
| cell | instances |
|---|---|
| nand2b | 1 |
| a21o | 1 |
| conb | 3 |
| a311oi | 1 |
| buf | 11 |
| dlxtn | 3 |
| nor2 | 1 |
| and2 | 1 |
| a21oi | 2 |
| nand2 | 2 |
| inv | 5 |
| ha | 4 |
## logic make-up (layout without fill, tap and decap cells)
logic type | after synthesis | count (layout)
latches | 3 | 3
AND-OR/OR-AND | 4 | 4
AND/OR/NAND/NOR | 5 | 5
buffers and inverters | 5 | 16
other | 1 | 3
adder cells (fa/ha/maj) | 4 | 4
Power figures rest on the tool's default switching activity, not on a simulated workload.
